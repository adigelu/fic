==> design.v <==
module DM(
  input signed [15:0] in,
  input [8:0] addr,
  input clk,rst,w,
  output reg signed [15:0] out
);
reg signed [15:0] ram [511:0];  
always @(negedge rst) begin
  if (!rst) begin
    out <= ram[0];  
 end
end
always @(*) begin
  out <= ram[addr];  
end
always @(negedge clk) begin
  if (w) begin  
    ram[addr] <= in;  
 end
end
endmodule
==> run.sh <==
#!/bin/bash
# OpenROAD 26Q1-2900-gdf79404cd8, Yosys 0.63+post, stock flow scripts
make -C /OpenROAD-flow-scripts/flow DESIGN_CONFIG=/design/flow/config.mk WORK_HOME=/design/flow/orfs finish
==> config.mk <==
export PLATFORM = sky130hd
export DESIGN_NAME = DM
export DESIGN_NICKNAME = DM
export VERILOG_FILES = /design/flow/design.v
export SDC_FILE = /design/flow/constraint.sdc
export NUM_CORES = 4
export LEC_CHECK = 1
export CORE_UTILIZATION = 50
export SYNTH_MEMORY_MAX_BITS = 65536
==> constraint.sdc <==
current_design DM

set clk_period 47.1
set clk_io_pct 0.2

create_clock -name clk0 -period $clk_period [get_ports {clk}]
create_clock -name clk1 -period $clk_period [get_ports {rst}]

set non_clock_inputs [all_inputs -no_clocks]
set_input_delay [expr $clk_period * $clk_io_pct] -clock clk0 $non_clock_inputs
set_output_delay [expr $clk_period * $clk_io_pct] -clock clk0 [all_outputs]
==> impl_metrics.ini <==
; physical design summary
[logic_synthesis]
edf_count = 8192
flop_cell = edfxtp_1
synth_top_cell_by_count = edfxtp_1
ys_chip_area_um2 = 316000
yosysCellCount = 14800
ys.warnings.count = 1
synth_cell_types = 73
area_leaders = edfxtp_1 (78%), mux4_2 (12%), mux2i_1 (2.6%)
synth_seq_share = 0.780
largest_area_cell = edfxtp_1
ys_top_cells_by_count = edfxtp_1 (8192), mux4_2 (1689), mux2i_1 (828)
numSynthFlops = 8208
yosysTopAreaCellShare = 0.779
postSynth.asyncResetShare = 0

[status]
tool.error = ERROR: Found 16 problems in 'check -assert'.
stop_stage = synthesis (1_2_yosys)
outcome = did not finish
## cell families after synthesis
family	after synthesis	share of synthesized area
AOI/OAI and AO/OA	1266	0.0275
buffers and inverters	936	0.0147
and+or+nand+nor	1746	0.0265
muxes	2637	0.151
DFF	8208	0.780
