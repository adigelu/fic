**config.mk**
```make
export PLATFORM = sky130hd
export DESIGN_NAME = IR
export DESIGN_NICKNAME = IR
export VERILOG_FILES = /design/flow/design.v
export SDC_FILE = /design/flow/constraint.sdc
export NUM_CORES = 4
export LEC_CHECK = 1
export CORE_AREA = 10 10 86 86
export DIE_AREA = 0 0 96 96
```
**constraint.sdc**
```tcl
current_design IR

set clk_period 1.1
set clk_io_pct 0.2

create_clock -name clk0 -period $clk_period [get_ports {clk}]

set non_clock_inputs [all_inputs -no_clocks]
set_input_delay [expr $clk_period * $clk_io_pct] -clock clk0 $non_clock_inputs
set_output_delay [expr $clk_period * $clk_io_pct] -clock clk0 [all_outputs]
```
**design.v**
```verilog
module IR(
  input [15:0] in,  
  input clk,rst,w,
  output reg [15:0] out,
  output reg [5:0] opcode,
  output reg RA,
  output reg [9:0] BA,
  output reg [8:0] IMM,
  output reg [1:0] RA_stack
);
always @(posedge clk, negedge rst) begin
    if (!rst) begin  
      out <= 16'd0;
      RA <= 1'd0;
      BA <= 10'd0;
      IMM <= 9'd0;
      RA_stack <= 2'd0;
  end
    else if (w) begin  
      out <= in;
      opcode <= in[15:10];  
      RA <= in[9];
      RA_stack <= in[9:8];
      BA <= in[9:0];
      IMM <= in[8:0];
    end
end
endmodule      
```
**run.sh**
```bash
#!/bin/bash
# OpenROAD 26Q1-2900-gdf79404cd8, Yosys 0.63+post, stock flow scripts
make -C /OpenROAD-flow-scripts/flow DESIGN_CONFIG=/design/flow/config.mk WORK_HOME=/design/flow/orfs finish
```
==> impl_metrics.ini <==
; synthesis and place-and-route metrics
[setup_path]
slowest_delay_ps = 420
cell_type_with_the_highest_occurrence_count_on_the_critical_path = sky130_fd_sc_hd__buf_6
worst_path_max_delay_cell = sky130_fd_sc_hd__dfrtp_1
cp-end-kind = output port
critPathRequiredTime_ps = 880
critPathLaunchType = flip-flop
ordered_list_of_cells_on_the_worst_path = buf_6, buf_6
ff2ff_path_depth = 3
crit_path_max_fanout = 4
crit_type = flip-flop to output port
worst-endpoint-arrival_ps = 910

[sta]
final.period_utilization_pct = 103
timing_hold_violations_final = 0
grt_setup_unrepaired = yes
max_clock_freq_mhz = 886
timing.final.crit_period_ps = 1130
clock-skew-final_ps = 0
totalNegativeSetupSlack_ps = -144
final_count_of_negative_setup_slack_endpoints = 11
max_slew_margin_pct = 85.9
worst_slew_pin_slew_ps = 212
final_critical_path_setup_slack_ps = -28.5
drv_slew = 0

[floorplanning]
floorplan.rows = 27
core_sq_um = 5540
die_width_microns = 96
die_height_microns = 96
initCoreUtil_pct = 18.0
io-pin-count = 63
chipArea_sq_um = 9220

[global_routing]
grtUsageTotal_pct = 5.35
largest_net_degree_at_the_start_of_global_routing = 17
grt_remaining_overflow = 0
grt_antenna_before_repair = 0
first_global_vias = 709
wire_length_of_the_first_global_routing_pass_mm = 3.82

[drt]
antenna_left = 0
route.detailed.wl_per_inst_microns = 13.3
drc = 0
drt_wl_total_mm = 2.55
dr.pass1.iters = 3
number_of_vias_per_cell = 3.42
dr.first_iter.drc_count = 16
routed-via-count = 653
antenna-diode-count = 0

[logic_synthesis]
mappedNetlistArea_sq_um = 998
synth.avg_cell_area_sq_um = 15.8
synth.top_cell.area_share_pct = 40.1
number_of_warning_messages_in_the_yosys_log = 1
synth_seq_share_pct = 58.1
synth.yosys.num_cells = 63
synth.ff_latch_count = 22
yosys-top-cells-area = sky130_fd_sc_hd__dfrtp_1 40%, sky130_fd_sc_hd__edfxtp_1 18%, sky130_fd_sc_hd__buf_4 17%
yosys-stat-area_sq_um = 998
synth.lib_cells_used.distinct = 8
postSynthCellCount = 63
post-synth-top-area-cell = sky130_fd_sc_hd__dfrtp_1

[clocking]
cts_hold_repair.buffers = 0
clk_pin_slew_ps = 80
tritoncts = built
h-tree-depth = 1
clk_latency_ps = 260
clock_path_buffers = 2
cts_root_buffer = sky130_fd_sc_hd__clkbuf_8
cts-buffers-inserted = 3
cts.sinks = 22

[power]
switching_power_uw = 415
pwr-share-comb_pct = 21.8
p_clk_share_pct = 33.9
cell_area_power_density_nw_per_um2 = 1330
power_report.internal_total_mw = 1.76
peakVddDrop_v = 0.000535
leakagePower_nw = 0.743
p_seq_share_pct = 44.3
power_switching_share_pct = 19.1

[outcome]
failed_checks = setup timing
run_status = finished with violations

[finish]
share_of_post_route_cells_with_drive_strength_above_1_pct = 57.1
top_cells_excl_fill_tap = 19 x sky130_fd_sc_hd__buf_6, 17 x sky130_fd_sc_hd__clkdlybuf4s50_1, 16 x sky130_fd_sc_hd__dfrtp_1, 15 x sky130_fd_sc_hd__buf_2, 11 x sky130_fd_sc_hd__clkdlybuf4s15_1
filler_cell_count = 563
post-route-util_pct = 29.5
mostFrequentLayoutCell = sky130_fd_sc_hd__buf_6
areaGrowthSynthToFinish_pct = 63.7

[placement]
gpl.final_weighted_congestion = 0.762
dp.final_hpwl_mm = 1.98
io_buffer_count = 62

[job]
warnings = 27
maxCapViolCount = 0

[min_path]
hold_path.class = input port to asynchronous set/reset pin
==> per-layer routing <==
layer  GRT usage [%]  vias to the layer above  part of all wire, %
met2            7.62                       46                   41
met1            6.77                      307                   43
met4           0.246                        0                    0
met5               0                        -                    0
met3            3.93                        0                   16
li1                -                      300                    -
==> through the flow <==
step / instance area (sq um) / power (mW) / std cells / setup slack (ps) / hold WS (ps)
6_report: 1630 / 2.18 / 191 / -28.5 / 313
5_1_grt: 1630 / 2.32 / 191 / -85.9 / 322
4_1_cts: 1650 / 2.23 / 191 / -163 / 312
3_5_place_dp: 1550 / 1.46 / 176 / -304 / 497
3_3_place_gp: 1550 / 1.47 / 176 / -297 / 498
2_1_floorplan: 998 / 1.16 / 63 / 132 / -75.6
==> path summary, 6_finish.rpt <==
check | from | to | slack, ps
max | BA[8] | out[8] | -30
min | rst | out[10] | 310
max reg2reg | BA[2] | BA[2] | 80
min reg2reg | out[14] | out[14] | 510
max in group asynchronous | rst | BA[5] | 600
min in group clk0 | out[14] | out[14] | 510
==> cell usage after synthesis (all sizes together) <==
library cell / n
mux2: 16
buf: 24
edfxtp: 6
dfrtp: 16
and2: 1
==> kinds of logic after synthesis <==
group	synth area share [%]
buffers and inverters	19.7
DFF	58.1
muxes	21.4
and+or+nand+nor	0.752
==> worst max-delay path: cells and delay by family, from the launching register on <==
kind | cells | cell delay [ps]
DFF | 1 | 420
buffers and inverters | 2 | 230
==> power groups by stage <==
stage	clock, mW	combinational (mW)	sequential, mW
CTS	0.778	0.489	0.965
global route	0.824	0.517	0.976
finish	0.738	0.474	0.965
==> layout make-up <==
class	count	area [sq um]	area share [%]
Clock inverter	1	30.0	1.84
Sequential cell	22	581	35.5
Clock buffer	3	41.3	2.53
Timing Repair Buffer	76	671	41.0
Tap cell	72	90.1	5.51
Multi-Input combinational cell	17	221	13.6
==> flip-flops by register name (all words and copies together) (netlist names) <==
register / count
BA: 9
opcode: 6
out: 7
==> repair_timing <==
| action | in CTS | in global routing |
|---|---|---|
| endpoints found under the setup margin | 51 | 24 |
| gates resized | 125 | 17 |
| buffers inserted | 11 | 1 |
Power figures rest on the tool's default switching activity, not on a simulated workload.
